==> design/flow/config.mk <==
export PLATFORM = sky130hd
export DESIGN_NAME = addrDecoder
export DESIGN_NICKNAME = addrDecoder
export VERILOG_FILES = /design/flow/design.v
export SDC_FILE = /design/flow/constraint.sdc
export NUM_CORES = 4
export LEC_CHECK = 1
export CORE_AREA = 10 10 274 274
export DIE_AREA = 0 0 284 284
==> design/flow/constraint.sdc <==
current_design addrDecoder

set clk_period 4.8
set clk_io_pct 0.2

create_clock -name clk0 -period $clk_period

set non_clock_inputs [all_inputs -no_clocks]
set_input_delay [expr $clk_period * $clk_io_pct] -clock clk0 $non_clock_inputs
set_output_delay [expr $clk_period * $clk_io_pct] -clock clk0 [all_outputs]
==> design/flow/design.v <==
`timescale 1ns / 1ps
module addrDecoder(
    inout [7:0] data,
    input [6:0] addr,
    input [7:0]status,
    input [31:0]nonce,
    output [255:0]midstate,
    output [95:0]nextInput,
    output [31:0]difficulty
    );
    reg writeData = 'd0;
    reg [7:0]dataReg = 'h0;
    reg [7:0]statusReg;
    reg [31:0]nonceReg;
    reg [255:0]midstateReg;
    reg [95:0]nextInputReg;
    reg [31:0]difficultyReg;
    assign data = (writeData == 'd1) ? dataReg : 'bxxxxxxxx;
    assign midstate = midstateReg;
    assign nextInput = nextInputReg;
    assign difficulty = difficultyReg;
    always @(*)
    begin
        if (addr < 'd5)
        begin
            writeData = 'd1;
            case (addr)
                'd0: begin
                    statusReg = status;
                    nonceReg = nonce;
                    dataReg = statusReg;
                end
                'd1: dataReg = nonceReg[0:7];
                'd2: dataReg = nonceReg[15:8];
                'd3: dataReg = nonceReg[23:16];
                'd4: dataReg = nonceReg[31:24];
            endcase
        end else
        begin
            writeData = 'd0;
            dataReg = 'd0;
            if (addr < 'd37)
            begin
                midstateReg = (midstateReg & ('hFF << (addr - 'd5))) | (data << (addr - 'd5));
            end else if (addr < 'd49)
            begin
                nextInputReg = (nextInputReg & ('hFF << (addr - 'd37))) | (data << (addr - 'd37));
            end else if (addr < 'd53)
            begin
                difficultyReg = (difficultyReg & ('hFF << (addr - 'd49))) | (data << (addr - 'd49));
            end
        end
    end
endmodule
==> design/flow/run.sh <==
#!/bin/bash
# OpenROAD 26Q1-2900-gdf79404cd8, Yosys 0.63+post, stock flow scripts
make -C /OpenROAD-flow-scripts/flow DESIGN_CONFIG=/design/flow/config.mk WORK_HOME=/design/flow/orfs finish
==> results.json <==
{
  "status": "stopped before the end",
  "stop_stage": "clock tree synthesis",
  "tool.error": "[error] [KeplerFormal.cpp:679] Workflow failed: Iso has multiple drivers: .data0, data[0]$_DLATCH_N_.Q0",
  "synthFlopType": "dlxtn_1",
  "ys_chip_area_um2": 13000,
  "synthArstFlopShare_pct": 0,
  "syn_area_per_cell_um2": 8.25,
  "post_cts_buffers": 0,
  "netlist_instances": 1574,
  "untimed_endpoints": 695,
  "core.rowCount": 96,
  "ys_warn_count": 385,
  "cts-resized-gates": 0,
  "ys_ff": 424,
  "fp_util_pct": 18.9,
  "yosysCellCount": 1574,
  "area_leaders": "dlxtn_1 (49%), a21oi_1 (9.1%), nand2_1 (7.3%)",
  "edf_count": 0,
  "die_x_um": 284,
  "synth.distinct_cells": 93,
  "syn_area_um2": 13000,
  "top_area_share_pct": 49.1,
  "unclocked_pins": 424,
  "hold_buffers": 0,
  "yosysTopAreaCell": "dlxtn_1",
  "place_congestion": 0.990,
  "numPortBuffers": 431,
  "dp_hpwl_um": 52700,
  "die_h_um": 284,
  "io_pins": 439
}
-- synth_stat cells, drive strengths merged, types with 4 or more instances --
library cell,number
dlxtn,424
nand2,253
a21oi,242
nor2,140
o21ai,58
buf,56
nor3,41
nand3,33
a22oi,28
a31oi,27
mux2i,22
clkbuf,19
xnor2,18
o22ai,17
and3,13
a32oi,10
and2,10
inv,10
nand2b,10
o211ai,10
nor4,9
o21a,9
a211oi,8
mux2,8
nand4,6
o22a,6
or3,6
or4,6
a21o,5
mux4,5
nor3b,5
o2111ai,5
or2,5
a311oi,4
ha,4
o32ai,4
-- through the flow --
step,instance area (um^2),power [mW],std cells
detailed placement,18600,1.08,2996
global placement,18600,1.08,2996
floorplan,13400,0.693,1694
-- logic make-up after synthesis --
kind of cell / share of synthesized area, %
xor gates and xnor gates: 1.46
buffers and inverters: 3.64
latches: 49.1
and+or+nand+nor: 19.6
adders and majority gates: 0.385
AOI/OAI and AO/OA: 22.0
muxes: 3.83
other: 0.0289
Power is estimated from default activity; no workload was simulated.
