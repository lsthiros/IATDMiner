## flow/design.v

```verilog
`timescale 1ns / 1ps
module crc8 (
    input clk,
    input dataIn,
    input reset,
    output [7:0]msg
    );
    reg [7:0]msgReg = 'd0;
    assign msg = msgReg;
    always @(negedge clk)
    begin
        if (reset == 'd0)
        begin
            msgReg <= 'd0;
        end else begin
            msgReg[0] <= msgReg[7] ^ dataIn;
            msgReg[1] <= msgReg[7] ^ msgReg[0];
            msgReg[2] <= msgReg[7] ^ msgReg[1];
            msgReg[7:3] <= msgReg[6:2];
        end
    end
endmodule
```

## flow/run.sh

```bash
#!/bin/bash
# OpenROAD 26Q1-2900-gdf79404cd8, Yosys 0.63+post, stock flow scripts
make -C /OpenROAD-flow-scripts/flow DESIGN_CONFIG=/design/flow/config.mk WORK_HOME=/design/flow/orfs finish
```

## flow/config.mk

```make
export PLATFORM = sky130hd
export DESIGN_NAME = crc8
export DESIGN_NICKNAME = crc8
export VERILOG_FILES = /design/flow/design.v
export SDC_FILE = /design/flow/constraint.sdc
export NUM_CORES = 4
export LEC_CHECK = 1
export CORE_AREA = 10 10 70 70
export DIE_AREA = 0 0 80 80
```

## flow/constraint.sdc

```tcl
current_design crc8

set clk_period 1.3
set clk_io_pct 0.2

create_clock -name clk0 -period $clk_period [get_ports {clk}]

set non_clock_inputs [all_inputs -no_clocks]
set_input_delay [expr $clk_period * $clk_io_pct] -clock clk0 $non_clock_inputs
set_output_delay [expr $clk_period * $clk_io_pct] -clock clk0 [all_outputs]
```

==> run notes <==
run results: start point of the critical path msgReg[2], clock root buffer clkbuf_4, Avg Cell Area, Syn 12.0 µm², Top-area cell share 66.7%, vias per std cell 2.32, wire length of the first global-routing pass 1080 µm, area of the mapped netlist 240 µm², static leakage 0.251 nW, PnR Total Power 0.565 mW, tally of max-capacitance violations 0, yosys cell count 20, top flop regs msgReg: 8 flops, global router's overall resource usage 2.27%, die area 6400 µm², count of distinct cell types in the synthesized netlist 4, total number of yosys warnings 1, number of cells in the design after placement 79, crit path buf inv count 1, final routed wirelength across all metal layers 654 µm, number of vias after detailed routing 211, TritonCTS clock tree yes, Die Span Y 80 µm, cell with the largest stage delay on the worst path dfxtp_2, number of top-level pins 11, drt drc 0, top register by number of flip-flops msgReg, number of cell rows 21, Final Worst Setup Slack -0.344 ns, Yosys chip area 240 µm², area of the multi-input gates 76.3 µm², area growth from synthesis to layout 88.0%, stage delay of the slowest cell on the critical path 0.31 ns, setup slack of the most critical reg-to-reg path 0.35 ns, endpoint class of the critical path output port, Synth area leader dfxtp_1, violations in the final reports setup timing, vias in the first global route 249, clock insertion delay at the later pin of the skew report 0.31 ns, number of inserted filler cells in the final layout 395, worst hold margin 0.440 ns, family with the most delay on the worst path flip-flops, beginning of the worst register-to-register path msgReg[1], area of the placeable core 3420 µm², tightest slew margin relative to the limit 85.6%, Inserted Clock Buffers 3, max FFs per register 8, gate count after technology mapping 20, CTS clk-pin slew, worst paths 0.04 ns, run status finished, violations left, effective utilization at floorplan 7.03%, worst min-delay path startpoint msgReg[6], IR Drop Worst-Case VDD 0.000584 V, post-cts hold buffer count 0, number of antenna violations at the first check in global routing 0, H-tree depth 1, Final setup violation count 8, actual slew at the worst max-slew pin 0.215 ns, destination of the worst register-to-register timing path msgReg[2], Worst Path Required 1.04 ns, fraction of layout instances using a drive strength above 1 53.3%, Fin Setup TNS -2.67 ns, class of the worst hold path flop to flop, final weighted congestion in routability-driven placement 0.717, hold-critical path endpoint msgReg[7], initial detailed-routing violation count 6, Post-synth area hogs dfxtp_1 (67%), and2_1 (21%), xor2_1 (11%), critical path peak fanout 2, RSZ-0062 raised after global routing yes, Seq/Total Area, Yosys 66.7%, Worst Clk Skew 0.00589 ns, Clock Path Buffers 2, pin count of the biggest net entering global routing 9, post-layout instance count excluding filler cells 91, Pre-antenna DRT Iters 2, top cells by count and2_1 (8), dfxtp_1 (8), xor2_1 (3), GR Overflow Total 0, category of the most critical setup path flop to output port, antenna-violating nets left 0, Cell Pwr Density 1250 nW/µm², cell count of the worst hold path 1, critical path data arrival time 1.38 ns, clock sinks 8, average wire length per cell after detail routing 7.19 µm, sort of element at the start of the critical path flop, Post-synth ARST share 0%, total area of sequential cells 170 µm², Yosys reg bits 8, final-report hold violation count 0, number of cells on the worst reg-to-reg path 4, critical-path cell list buf_2, total antenna diodes in the routed design 0, prevailing post-synth register cell dfxtp_1, Slew Viols, Final 0, tool warnings 35, post-synth tally of flip-flops with integrated enable 0, Port Buf Inserts 10, Die Wd 80 µm
-- through the flow --
stage | worst slack, ns | cell area [µm²] | utilization [%]
CTS | -0.357 | 450 | 13.2
finish | -0.344 | 452 | 13.2
detailed placement | -0.454 | 420 | 12.3
global placement | -0.445 | 420 | 12.3
floorplan | 0.00121 | 240 | -
global route | -0.404 | 452 | 13.2
-- worst register-to-register path, delay by kind of cell, from the launching register on --
family | cells | cell delay [ns]
flip-flops | 1 | 0.30
buffers and inverters | 2 | 0.24
AND/OR/NAND/NOR | 1 | 0.16
XOR/XNOR | 1 | 0.13
-- timing repair --
item,4_1_cts,5_1_grt
gates resized,33,1
pin swaps,0,0
endpoints found under the setup margin,16,8
buffers inserted,2,0
-- logic make-up (layout without fill, tap and decap cells) --
| kind of cell | Yosys count | count (layout) | synth area share (%) |
|---|---|---|---|
| buffers and inverters | 1 | 26 | 1.56 |
| flip-flops | 8 | 8 | 66.7 |
| XOR/XNOR | 3 | 3 | 10.9 |
| AND/OR/NAND/NOR | 8 | 8 | 20.8 |
-- power by group --
part | internal [mW] | switching (mW) | leakage, nW
clock network | 0.139 | 0.145 | 0.0564
logic | 0.0170 | 0.00846 | 0.126
registers | 0.253 | 0.00223 | 0.0687
total | 0.409 | 0.156 | 0.251
-- worst max path at each step --
stage,depth (start not counted),slack [ns],to
CTS,1,-0.36,msg[2]
global route,1,-0.40,msg[2]
finish,1,-0.34,msg[2]
-- cell usage in the layout, fill, tap and decap left out --
cell | synthesis | layout
dlygate4sd2_1 | 0 | 2
buf_4 | 0 | 5
xor2_1 | 3 | 3
clkbuf_4 | 0 | 3
inv_1 | 1 | 8
and2_1 | 8 | 8
dfxtp_2 | 0 | 8
buf_2 | 0 | 8
-- cell type report --
type                            instances  area share (%)
Clock buffer                            3            4.99
Clock inverter                          8            6.65
Multi-Input combinational cell         11            16.9
Sequential cell                         8            37.7
Tap cell                               46            12.7
Timing Repair Buffer                   15            21.1
-- layer usage --
metal | part of all wire [%] | track usage, %
met1 | 58 | 2.74
met2 | 20 | 1.77
met3 | 20 | 3.52
met4 | 1.2 | 0.704
met5 | 0 | 0
Power is estimated from default activity; no workload was simulated.
